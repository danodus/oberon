<file path="run.sh">
#!/bin/bash
# OpenROAD 26Q1-2900-gdf79404cd8, Yosys 0.63+post, stock flow scripts
make -C /OpenROAD-flow-scripts/flow DESIGN_CONFIG=/design/flow/config.mk WORK_HOME=/design/flow/orfs finish
</file>
<file path="config.mk">
export PLATFORM = sky130hd
export DESIGN_NAME = TMDS_encoder
export DESIGN_NICKNAME = TMDS_encoder
export VERILOG_FILES = /design/flow/design.v
export SDC_FILE = /design/flow/constraint.sdc
export NUM_CORES = 4
export LEC_CHECK = 1
export CORE_UTILIZATION = 30
</file>
<file path="constraint.sdc">
current_design TMDS_encoder

set clk_period 14.1
set clk_io_pct 0.2

create_clock -name clk0 -period $clk_period [get_ports {clk}]

set non_clock_inputs [all_inputs -no_clocks]
set_input_delay [expr $clk_period * $clk_io_pct] -clock clk0 $non_clock_inputs
set_output_delay [expr $clk_period * $clk_io_pct] -clock clk0 [all_outputs]
</file>
<file path="design.v">
module hdmi_interface(
  input  wire pixel_clk,
  input  wire pixel_clk_x5,
  input  wire [7:0] red, green, blue,
  input  wire vde, hsync, vsync,
  output wire [3:0] gpdi_dp, gpdi_dn
);
  wire [9:0] TMDS_red, TMDS_green, TMDS_blue;
  TMDS_encoder encode_R(.clk(pixel_clk), .VD(red  ), .CD(2'b00)        , .VDE(vde), .TMDS(TMDS_red));
  TMDS_encoder encode_G(.clk(pixel_clk), .VD(green), .CD(2'b00)        , .VDE(vde), .TMDS(TMDS_green));
  TMDS_encoder encode_B(.clk(pixel_clk), .VD(blue ), .CD({vsync,hsync}), .VDE(vde), .TMDS(TMDS_blue));
  reg [2:0] ctr_mod5 = 0;
  reg shift_ld = 0;
  always @(posedge pixel_clk_x5)
  begin
    shift_ld <= (ctr_mod5==4'd4);
    ctr_mod5 <= (ctr_mod5==4'd4) ? 4'd0 : ctr_mod5 + 4'd1;
  end
  reg [9:0] shift_R = 0, shift_G = 0, shift_B = 0, shift_C = 0;
  always @(posedge pixel_clk_x5)
  begin
    shift_R <= shift_ld ? TMDS_red   : shift_R[9:2];
    shift_G <= shift_ld ? TMDS_green : shift_G[9:2];
    shift_B <= shift_ld ? TMDS_blue  : shift_B[9:2];	
    shift_C <= shift_ld ? 10'h3e0    : shift_C[9:2];
  end
  ODDRX1F ddr3p( .Q(gpdi_dp[3]), .SCLK(pixel_clk_x5), .D0(shift_C[0]),  .D1(shift_C[1]),  .RST(1'b0) );
  ODDRX1F ddr2p( .Q(gpdi_dp[2]), .SCLK(pixel_clk_x5), .D0(shift_R[0]),  .D1(shift_R[1]),  .RST(1'b0) );
  ODDRX1F ddr1p( .Q(gpdi_dp[1]), .SCLK(pixel_clk_x5), .D0(shift_G[0]),  .D1(shift_G[1]),  .RST(1'b0) );
  ODDRX1F ddr0p( .Q(gpdi_dp[0]), .SCLK(pixel_clk_x5), .D0(shift_B[0]),  .D1(shift_B[1]),  .RST(1'b0) );
  ODDRX1F ddr3n( .Q(gpdi_dn[3]), .SCLK(pixel_clk_x5), .D0(~shift_C[0]), .D1(~shift_C[1]), .RST(1'b0) );
  ODDRX1F ddr2n( .Q(gpdi_dn[2]), .SCLK(pixel_clk_x5), .D0(~shift_R[0]), .D1(~shift_R[1]), .RST(1'b0) );
  ODDRX1F ddr1n( .Q(gpdi_dn[1]), .SCLK(pixel_clk_x5), .D0(~shift_G[0]), .D1(~shift_G[1]), .RST(1'b0) );
  ODDRX1F ddr0n( .Q(gpdi_dn[0]), .SCLK(pixel_clk_x5), .D0(~shift_B[0]), .D1(~shift_B[1]), .RST(1'b0) );
endmodule
module TMDS_encoder(
  input clk,        
  input [7:0] VD,   
  input [1:0] CD,   
  input VDE,        
  output reg [9:0] TMDS = 0
);
  reg  [3:0] dc_bias = 0;
  wire [3:0] ones = VD[0] + VD[1] + VD[2] + VD[3] + VD[4] + VD[5] + VD[6] + VD[7];
  wire       XNOR = (ones>4'd4) || (ones==4'd4 && VD[0]==1'b0);
  wire [8:0] dw;
  assign dw[8] = ~XNOR;
  assign dw[7] = dw[6] ^ VD[7] ^ XNOR;
  assign dw[6] = dw[5] ^ VD[6] ^ XNOR;
  assign dw[5] = dw[4] ^ VD[5] ^ XNOR;
  assign dw[4] = dw[3] ^ VD[4] ^ XNOR;
  assign dw[3] = dw[2] ^ VD[3] ^ XNOR;
  assign dw[2] = dw[1] ^ VD[2] ^ XNOR;
  assign dw[1] = dw[0] ^ VD[1] ^ XNOR;
  assign dw[0] = VD[0];
  wire [3:0] dw_disp = dw[0] + dw[1] + dw[2] + dw[3] + dw[4] + dw[5] + dw[6] + dw[7] + 4'b1100;
  wire       sign_eq = (dw_disp[3] == dc_bias[3]);
  wire [3:0] delta  = dw_disp - ({dw[8] ^ ~sign_eq} & ~(dw_disp==0 || dc_bias==0));
  wire       inv_dw = (dw_disp==0 || dc_bias==0) ? ~dw[8] : sign_eq;
  wire [3:0] dc_bias_d = inv_dw ? dc_bias - delta : dc_bias + delta;
  wire [9:0] TMDS_data = { inv_dw, dw[8], dw[7:0] ^ {8{inv_dw}} };
  wire [9:0] TMDS_code = CD[1] ? (CD[0] ? 10'b1010101011 : 10'b0101010100)
                               : (CD[0] ? 10'b0010101011 : 10'b1101010100);
  always @(posedge clk) TMDS    <= VDE ? TMDS_data : TMDS_code;
  always @(posedge clk) dc_bias <= VDE ? dc_bias_d : 0;
endmodule
</file>
==> run notes <==
impl run done, here's what came out: post-route insts no fill 208, Die Wd 67.9 um, sequential area share after synthesis 21.5%, GRT met3 Usage 0.676%, reg2reg start dc_bias[3]$_SDFF_PN0_, M1 GR Usage 14.9%, cts hold-fix bufs 0, number of antenna violations at the first check in global routing 0, hold_sp dc_bias[0]$_SDFF_PN0_, Worst Path Max Fanout 12, post-cts resize count 0, cell with the largest stage delay on the worst path fa_1, status complete, no violations, Setup-failing EPs final 0, Max-cap violations 0, yosys stat area 1300 um^2, clk latency of the worst-skew pair 0.24 ns, post-CTS setup buffers 0, Synth area leaders dfxtp_1 22%, fa_1 15%, xnor2_1 12%, Tcrit/Tclk final 81.0%, main flop type dfxtp_1, RSZ-0062 raised after global routing no, Critical path buffers and inverters 4, worst slew pin tran 0.718 ns, most frequent logic cell in the layout inv_1, Num CTS Buffers 3, first-pass GRT wire length 3480 um, Top cell area share 21.5%, Startpoint Class primary input, Async SR Flop Fraction 0%, Ys Warns 1, Syn-to-layout area delta 24.3%, layout filler cell count 400, Remaining DRCs 0, row cnt 23, clk buf depth 2, Cell Type Count 31, cell taking the most area after synthesis dfxtp_1, via/cell ratio 4.27, CTS tree done, Final Hold Violation Tally 0, Setup TNS 0 ns, Reg clk slew, reported paths 0.06 ns, htree depth 1, DR iter-0 viols 23, crit end category flip-flop, clock sink count 14, total global routing track utilization 10.0%, drt wl/cell 10.1 um, most frequent CP cell fa_1, largest net degree at the start of global routing 13, relative max-transition margin 52.1%, family with the most delay on the worst path adder cells, Vias 889, number of enable flip-flop cells 0, Root Buffer clkbuf_8, antenna-violating nets left 0, die area 4600 um^2, Placer Congestion 0.859, met2 Resource Use GR 16.5%, Hold Path Class flip-flop to flip-flop, WHS 0.566 ns, Placement Cell Area 1560 um^2, final WL 2100 um, setup slack, reg-to-reg 10.87 ns, layout cells sized above 1 7.59%, final clock skew 0.00261 ns, CP required 14.27 ns, Log Warnings 27, count of placed standard cells including taps 204, Synth Instances 135, post-detail-place hpwl 1840 um, CP startpoint VD[0], fmax 87.5 MHz, Worst path max stage delay 0.57 ns, # diodes 0, IO buf count 21, vias in the first global route 821, final cell area excluding filler cells 1620 um^2, #FFs+latches synth 14, most used routing layer met2, Post-Syn Area 1300 um^2, Pre-Place Util 31.8%, Core ar. 4090 um^2, First-pass DRT Iterations 4, crit path time final 11.43 ns, io pins 22, Setup CP Type primary input to flip-flop, number of cells in Yosys stat 135, Synth Area per Inst 9.64 um^2, max-slew violations 0, arrival time worst endpoint 11.59 ns, GRT overflow 0, Die Ht 67.9 um, most frequent cells in the layout 25 x inv_1, 21 x clkdlybuf4s50_1, 18 x xnor2_1
-- logic make-up (layout without fill, tap and decap cells) --
family	Yosys count	in the layout	synth area share (%)
AOI/OAI and AO/OA	19	19	10.0
buffers and inverters	27	50	8.08
and+or+nand+nor	23	23	8.85
xor gates and xnor gates	29	29	23.8
DFF	14	14	21.5
muxes	1	1	0.865
adders and majority gates	22	22	26.9
-- worst reg2reg max path, cell delays in order (launching register included) --
cell and delay, ns:
dfxtp_1 0.37, nor4_1 0.58, o22a_1 0.22, o221ai_2 0.30, and2_1 0.31, xor2_1 0.15, ha_1 0.27, a21o_1 0.15
a21oi_1 0.13, xnor3_1 0.41, nand3_1 0.08, nor3b_1 0.16
-- sequential cells by signal, summed over array words and instances, names as in the netlist --
name,flops
TMDS,10
dc_bias,4
-- cell usage after synthesis, types with 2 or more instances --
master   instances
ha_1            12
xnor2_1         18
nor2_1           7
o21ai_0          5
fa_1            10
nor3b_1          2
or3_1            2
nand2_1          5
inv_1           25
dfxtp_1         14
a21oi_1          8
xor2_1           7
or2_2            2
-- worst paths after layout --
| check | cells past startpoint | to |
|---|---|---|
| worst max register to register | 11 | dc_bias[3]$_SDFF_PN0_ |
| worst min-delay path | 3 | dc_bias[0]$_SDFF_PN0_ |
| worst max-delay path | 29 | dc_bias[3]$_SDFF_PN0_ |
| worst min register to register | 3 | dc_bias[0]$_SDFF_PN0_ |
-- stage by stage --
step                      setup slack (ns)  utilization, %
after floorplan                       3.52               -
after global placement                2.39            38.2
after detailed placement              2.36            38.2
after CTS                             2.60            39.6
after global routing                  2.19            39.6
final                                 2.67            39.6
-- per-layer routing --
layer | share of wire [%] | vias to the layer above
met5 | 0 | -
met1 | 50 | 394
met4 | 1.5 | 0
li1 | - | 472
met3 | 3.3 | 2
met2 | 46 | 21
-- area by class of cell --
class / instances / area [um^2] / area share (%)
Tap cell: 50 / 62.6 / 3.87
Clock buffer: 4 / 55.1 / 3.40
Sequential cell: 14 / 280 / 17.3
Timing Repair Buffer: 21 / 210 / 13.0
Inverter: 25 / 93.8 / 5.80
Multi-Input combinational cell: 94 / 916 / 56.6
