<file path="flow/config.mk">
export PLATFORM = sky130hd
export DESIGN_NAME = osd
export DESIGN_NICKNAME = osd
export VERILOG_FILES = /design/flow/design.v
export SDC_FILE = /design/flow/constraint.sdc
export NUM_CORES = 4
export LEC_CHECK = 1
export CORE_UTILIZATION = 40
</file>
<file path="flow/constraint.sdc">
current_design osd

set clk_period 2.7
set clk_io_pct 0.2

create_clock -name clk0 -period $clk_period [get_ports {clk_pixel}]

set non_clock_inputs [all_inputs -no_clocks]
set_input_delay [expr $clk_period * $clk_io_pct] -clock clk0 $non_clock_inputs
set_output_delay [expr $clk_period * $clk_io_pct] -clock clk0 [all_outputs]
</file>
<file path="flow/design.v">
module osd
#(
  parameter C_x_start = 128,
  parameter C_x_stop  = 383,
  parameter C_y_start = 128,
  parameter C_y_stop  = 383,
  parameter C_transparency = 1
)
(
  input  wire clk_pixel, clk_pixel_ena,
  input  wire [7:0] i_r,
  input  wire [7:0] i_g,
  input  wire [7:0] i_b,
  input  wire i_hsync, i_vsync, i_blank,
  input  wire i_osd_en,
  input  wire [7:0] i_osd_r,
  input  wire [7:0] i_osd_g,
  input  wire [7:0] i_osd_b,
  output wire [9:0] o_osd_x,
  output wire [9:0] o_osd_y,
  output wire [7:0] o_r,
  output wire [7:0] o_g,
  output wire [7:0] o_b,
  output wire o_hsync, o_vsync, o_blank
);
  reg osd_en, osd_xen, osd_yen;
  reg R_xcount_en, R_ycount_en;
  reg R_hsync_prev;
  reg [9:0] R_xcount, R_ycount;  
  reg [9:0] R_osd_x, R_osd_y;  
  always @(posedge clk_pixel)
  begin
    if(clk_pixel_ena)
    begin
      if(i_vsync)
      begin
        R_ycount <= 0;
        R_ycount_en <= 0;  
      end
      else
      begin
        if(i_blank == 1'b0)  
          R_ycount_en <= 1'b1;
        if(R_hsync_prev == 1'b0 && i_hsync == 1'b1)
        begin  
          R_xcount <= 0;
          R_xcount_en <= 0;
          if(R_ycount_en)
            R_ycount <= R_ycount + 1;
          if(R_ycount == C_y_start)
          begin
            osd_yen <= 1;
            R_osd_y <= 0;
          end
          if(osd_yen)
            R_osd_y <= R_osd_y + 1;
          if(R_ycount == C_y_stop)
          begin
            osd_yen <= 0;
          end
        end
        else
        begin
          if(i_blank == 1'b0)  
            R_xcount_en <= 1'b1;
          if(R_xcount_en)
            R_xcount <= R_xcount + 1;
          if(R_xcount == C_x_start)
          begin
            osd_xen <= 1;
            R_osd_x <= 0;
          end
          if(osd_xen)
            R_osd_x <= R_osd_x + 1;
          if(R_xcount == C_x_stop)
          begin
            osd_xen <= 0;
          end
        end
        R_hsync_prev <= i_hsync;
      end
      osd_en <= osd_xen & osd_yen;
    end
  end
  wire [7:0] S_osd_r, S_osd_g, S_osd_b;
  generate
    if(C_transparency)
    begin
      assign S_osd_r = {i_osd_r[7],i_osd_r[6:0]|i_r[7:1]};
      assign S_osd_g = {i_osd_g[7],i_osd_g[6:0]|i_g[7:1]};
      assign S_osd_b = {i_osd_b[7],i_osd_b[6:0]|i_b[7:1]};
    end
    else
    begin
      assign S_osd_r = i_osd_r;
      assign S_osd_g = i_osd_g;
      assign S_osd_b = i_osd_b;
    end
  endgenerate
  reg [7:0] R_vga_r, R_vga_g, R_vga_b;
  reg R_hsync, R_vsync, R_blank;
  always @(posedge clk_pixel)
  begin
    if(clk_pixel_ena)
    begin
      if(osd_en & i_osd_en)
      begin
        R_vga_r <= S_osd_r;
        R_vga_g <= S_osd_g;
        R_vga_b <= S_osd_b;
      end
      else
      begin
        R_vga_r <= i_r;
        R_vga_g <= i_g;
        R_vga_b <= i_b;
      end
      R_hsync <= i_hsync;
      R_vsync <= i_vsync;
      R_blank <= i_blank;
    end
  end
  assign o_osd_x = R_osd_x;
  assign o_osd_y = R_osd_y;
  assign o_r = R_vga_r;
  assign o_g = R_vga_g;
  assign o_b = R_vga_b;
  assign o_hsync = R_hsync;
  assign o_vsync = R_vsync;
  assign o_blank = R_blank;
endmodule
</file>
<file path="flow/run.sh">
#!/bin/bash
# OpenROAD 26Q1-2900-gdf79404cd8, Yosys 0.63+post, stock flow scripts
make -C /OpenROAD-flow-scripts/flow DESIGN_CONFIG=/design/flow/config.mk WORK_HOME=/design/flow/orfs finish
</file>
==> results_dict.tcl <==
# yosys + openroad results
set metrics [dict create \
    ant_nets 0 \
    dr.pass1.iters 4 \
    period_used_pct 70.3 \
    cts_resized 0 \
    utilization_pct 58.9 \
    holdWs_ns 0.641 \
    numSynthFlops 73 \
    die-area_um2 9240 \
    track_usage_pct 17.6 \
    ys_types 38 \
    cts_buffer_depth 2 \
    numPortBuffers 100 \
    post-place-ws_ns 0.549 \
    die.size.y_um 96.1 \
    cp.required_ns 2.74 \
    vias_per_cell 5.16 \
    place.gp.congestion 0.820 \
    end_kind "flop" \
    drc_errors 0 \
    fillers 695 \
    placementRows 33 \
    initial_core_util_pct 42.3 \
    avgSynthCellArea_um2 11.2 \
    synth_area_um2 3540 \
    min_delay_path_depth 1 \
    coreArea_um2 8380 \
    tns_ns 0 \
    ys_cells 316 \
    top_cells_by_count "edfxtp_1, nor2_1, a21oi_1" \
    pin_count 101 \
    p_leak_nw 1.72 \
    grt_pass1_vias 2482 \
    cts_sinks 73 \
    start_kind "flop" \
    synth-edff-count 73 \
    maxSlewViolCount 0 \
    wire_per_inst_um 14.3 \
    cts_inserted_buffers 9 \
    worst_ep_arrival_time_ns 1.94 \
    max_freq_mhz 527 \
    rsz0062_at_grt "false" \
    critPathKind "flop to flop" \
    die_x_um 96.1 \
    synth_chip_area_um2 3540 \
    most_common_cell "edfxtp_1" \
    warning_count 27 \
    antenna_found_initial 1 \
    finish.instance_area_um2 4940 \
    skew_ns 0.0108 \
    vdd_drop_max_uv 313 \
    syn_to_final_growth_pct 39.3 \
    setup_viol 0 \
    grt_max_degree 31 \
    overflow 0 \
    cts-root-buf "clkbuf_8" \
    hold_viol 0 \
    wl_mm 7.76 \
    drive_above_1_share_pct 7.82 \
    top_area_share_pct 61.8 \
    post_synth_inst_count 316 \
    via_count 2793 \
    min_path_type "flop to flop" \
    yosys.stat.seqShare_pct 61.8 \
    p_per_area_nw_per_um2 509 \
    cts_tree "built" \
    path_clk_slew_ns 0.07 \
    drtIter0Drc 95 \
    period_minus_slack_ns 1.90 \
    slew-limit-headroom_pct 65.1 \
    outcome "finished clean" \
    worstMarginPinSlew_ns 0.523 \
    clk_latency_ns 0.34 \
    critPathMaxFanout 5 \
    dpl_cell_area_um2 4730 \
    layout_setup_ws_ns 0.803 \
    yosys.area.top_type "edfxtp_1" \
    cts_hold_buf 0 \
    yosys_warnings 1 \
    htreeDepth 3 \
    cts_setup_buffers 0 \
    cap_violations 0 \
    async_flop_share_pct 0 \
    synth_top_flop_cell "edfxtp_1" \
    worst_r2r_path_depth 4 \
    place_hpwl_mm 5.65 \
    top_cells_by_area "edfxtp_1, nor2_1, a21oi_1" \
    grt_pass1_wl_mm 11.7 \
]
[critical path, cell delays in order, from the launching register on]
cell and delay [ns]:
edfxtp_1 0.42, ha_1 0.25, nand4_2 0.17, or4_4 0.56, a211oi_2 0.21
[final timing paths]
check                                 start                        to  slack [ns]
setup / recovery  R_xcount[0]$_SDFFCE_PP0P_     osd_xen$_SDFFCE_PN0P_        0.80
hold / removal     R_osd_y[0]$_SDFFCE_PN0P_  R_osd_y[0]$_SDFFCE_PN0P_        0.64
setup reg to reg  R_xcount[0]$_SDFFCE_PP0P_     osd_xen$_SDFFCE_PN0P_        0.80
hold reg to reg    R_osd_y[0]$_SDFFCE_PN0P_  R_osd_y[0]$_SDFFCE_PN0P_        0.64
[through the flow]
step	instances	total power [mW]
after floorplan	316	1.44
after detailed placement	524	1.63
final	541	2.51
after global routing	540	2.63
after CTS	540	2.55
after global placement	524	1.63
[power breakdown]
part           internal [mW]  leakage [nW]  switching (mW)
logic                  0.167         0.935          0.0986
registers               1.31         0.682          0.0339
clock network          0.516         0.106           0.392
total                   1.99          1.72           0.524
[cell type report]
type,count,area (um2),area share [%]
clock inverters,6,82.6,1.67
flip-flops and latches,73,2190,44.4
multi-input cells,223,1280,25.9
inverters,13,48.8,0.988
repair buffers,110,1080,21.8
diodes,1,2.50,0.0507
clock buffers,10,128,2.58
well taps,105,131,2.66
[cell families (layout without fill, tap and decap cells)]
group	after synthesis	after routing	share of synthesized area, %
simple gates	138	138	19.3
flops	73	73	61.8
compound gates	61	61	9.81
buf+inv	20	139	2.12
xor+xnor	12	12	2.97
fa+ha+maj	6	6	2.12
mux	6	6	1.80
other cells	0	1	0
[routing by layer]
| metal | track usage, % | vias to the layer above | share of wire [%] |
|---|---|---|---|
| li1 | - | 1397 | - |
| met3 | 3.69 | 13 | 9.9 |
| met4 | 2.11 | 0 | 1.3 |
| met1 | 28.5 | 1271 | 45 |
| met2 | 27.5 | 112 | 44 |
| met5 | 0 | - | 0 |
[cell usage in the layout, fill, tap and decap left out, drive strengths merged, types with 2 or more instances in the layout]
cell type      Yosys  layout
nand2             17      17
or4                8       8
buf                2      10
nor4b              2       2
mux2i              3       3
nor2              62      62
nor2b              3       3
nand2b             5       5
o211ai             2       2
inv               12      12
a21oi             39      39
clkbuf             5      10
nand4              6       6
o31ai              7       7
xnor2              6       6
edfxtp            73      73
nor4               2       2
ha                 6       6
o21ai              8       8
xor2               6       6
clkdlybuf4s50      0     100
nand3             15      15
and2               5       5
clkinv             1       4
a211oi             2       2
or3                9       9
bufinv             0       2
mux2               3       3
[flip-flops by register name (all words and copies together) (netlist names), 8 cells and up]
signal,count
R_osd_x,10
R_xcount,10
R_vga_b,8
R_osd_y,10
R_vga_g,8
R_ycount,10
R_vga_r,8
Power figures rest on the tool's default switching activity, not on a simulated workload.
